<file path="flow/design.v">
module tt_um_carlosgs99_cro_udg (
    input  wire [7:0] ui_in,   
    output wire [7:0] uo_out,  
    input  wire [7:0] uio_in,  
    output wire [7:0] uio_out, 
    output wire [7:0] uio_oe,  
    input  wire       ena,     
    input  wire       clk,     
    input  wire       rst_n    
);
    reg [0:3] rst_n_meta;
    wire rst;
    reg rst_r;
    wire rst_edge;
    reg [0:3] bt_meta;
    wire bt_me;
    reg [17:0] cont50;
    wire pls50;
    reg ff100;
    wire pls100;
    reg [2:0] conth;
    wire conth_z;
    wire bt_h;
    reg bt_h_r;
    wire bt_edge;
    reg ff_go;
    wire pls100go;
    reg [3:0] cent_u,cent_d,seg_u,min_u;
    reg [2:0] seg_d,min_d;
    wire cent_u_max,cent_d_max,seg_u_max,seg_d_max,min_u_max,min_d_max;
    reg [2:0] cnt_sel;
    reg [3:0] bcd_mux;
    reg [0:6] seg7mux;
    reg [0:7] cat8;
    reg [0:6] ch_rst;
    wire [0:6] seg7;
    assign bt_ent = ui_in[0];
    assign uo_out = cat8;
    assign uio_oe[7:0] = 8'b1111_1111;   
    assign uio_out = {1'b0,seg7};
    always @(posedge clk)
        rst_n_meta[0:3] <= {rst_n,rst_n_meta[0:2]};
    assign rst = ~rst_n_meta[3];
    always @(posedge clk)
        rst_r <= rst;
    assign rst_edge = rst & ~rst_r;
    always @(posedge clk)
        bt_meta[0:3] <= {bt_ent,bt_meta[0:2]};
    assign bt_me = bt_meta[3];
    always @(posedge clk)
    begin
        if ( rst_edge )
            cont50 <= 0;
        else if ( pls50 )
            cont50 <= 0;
        else
            cont50 <= cont50 + 1;
    end
    assign pls50 = (cont50 == 18'b11_1101_0000_1000_1111) ? 1 : 0;
    always @(posedge clk)
    begin
        if ( rst )
            ff100 <= 0;
        else if ( pls50 )
            ff100 <= ~ff100;
    end
    assign pls100 = ff100 & pls50;
    always @(posedge clk)
    begin
        if ( rst )
            conth <= 3'b000;
        else if ( bt_me )
            conth <= 3'b101;
        else if ( pls100 && !conth_z )  
            conth <= conth - 1;
    end
    assign conth_z = (conth == 3'b000) ? 1 : 0;
    assign bt_h = ~conth_z;  
    always @(posedge clk)
        bt_h_r <= bt_h;
    assign bt_edge = bt_h & ~bt_h_r;
    always @(posedge clk)
    begin
        if ( rst )
            ff_go = 1'b0;
        else if ( bt_edge )
            ff_go = ~ff_go;
    end
    assign pls100go = pls100 & ff_go;
    assign cent_u_max = (cent_u == 9) ? 1 : 0;
    assign cent_d_max = (cent_d == 9) ? 1 : 0;
    assign seg_u_max  = (seg_u  == 9) ? 1 : 0;
    assign seg_d_max  = (seg_d  == 5) ? 1 : 0;
    assign min_u_max  = (min_u  == 9) ? 1 : 0;
    assign min_d_max  = (min_d  == 5) ? 1 : 0;
    always@(posedge clk)
    begin
        if(rst)
            cent_u = 0;
        else if(pls100)
        begin
            if(cent_u_max)
                cent_u = 0;
            else
                cent_u = cent_u+1;
        end
    end
    always@(posedge clk)
    begin
        if(rst)
            cent_d = 0;
        else if(pls100 & cent_u_max)
        begin
            if(cent_d_max)
                cent_d = 0;
            else
                cent_d=cent_d+1;
        end
    end
    always@(posedge clk)
    begin
        if(rst)
            seg_u = 0;
        else if(pls100 & cent_d_max & cent_u_max)
        begin
            if(seg_u_max )
                seg_u = 0;
            else
                seg_u = seg_u+1;
        end
    end
    always@(posedge clk)
    begin
        if(rst)
            seg_d = 0;
        else if(pls100 & cent_d_max & cent_u_max & seg_u_max)
        begin
            if(seg_d_max )
                seg_d = 0;
            else
                seg_d = seg_d+1;
        end
    end
    always@(posedge clk)
    begin
        if(rst)
            min_u = 0;
        else if(pls100 & cent_d_max & cent_u_max & seg_u_max & seg_d_max)
        begin
            if(min_u_max )
                min_u = 0;
            else
                min_u = min_u+1;
        end
    end
    always@(posedge clk)
    begin
        if(rst)
            min_d = 0;
        else if(pls100 & cent_u_max & cent_d_max & seg_u_max & seg_d_max & min_u_max )
        begin
            if(min_d_max )
                min_d = 0;
            else
                min_d = min_d+1;
        end
    end
    always @(posedge clk)
    begin
        if ( rst_edge )
            cnt_sel <= 3'b000;
        else if ( pls50 )
            cnt_sel <= cnt_sel + 1;
    end
    always @(*)
    begin
        case ( cnt_sel )
            3'b000 : bcd_mux = cent_u;       
            3'b001 : bcd_mux = cent_d;       
            3'b010 : bcd_mux = seg_u;        
            3'b011 : bcd_mux = {1'b0,seg_d}; 
            3'b100 : bcd_mux = min_u;        
            3'b101 : bcd_mux = {1'b0,min_d}; 
            3'b110 : bcd_mux = 4'b0;            
            default: bcd_mux = 4'b0;           
        endcase
    end
    always @(*)
    begin
        case ( bcd_mux )         
            4'b0000 : seg7mux = {7'b1111_110} ;  
            4'b0001 : seg7mux = {7'b0110_000} ;  
            4'b0010 : seg7mux = {7'b1101_101} ;  
            4'b0011 : seg7mux = {7'b1111_001} ;  
            4'b0100 : seg7mux = {7'b0110_011} ;  
            4'b0101 : seg7mux = {7'b1011_011} ;  
            4'b0110 : seg7mux = {7'b1011_111} ;  
            4'b0111 : seg7mux = {7'b1110_000} ;  
            4'b1000 : seg7mux = {7'b1111_111} ;  
            4'b1001 : seg7mux = {7'b1111_011} ;  
            4'b1010 : seg7mux = {7'b1110_111} ;  
            4'b1011 : seg7mux = {7'b0011_111} ;  
            4'b1100 : seg7mux = {7'b1001_110} ;  
            4'b1101 : seg7mux = {7'b0111_101} ;  
            4'b1110 : seg7mux = {7'b1001_111} ;  
            default : seg7mux = {7'b1000_111} ;  
        endcase
    end
    always @(*)
    begin
        case ( cnt_sel )
            3'b000 : cat8 = 8'b01111111 ; 
            3'b001 : cat8 = 8'b10111111 ; 
            3'b010 : cat8 = 8'b11011111 ; 
            3'b011 : cat8 = 8'b11101111 ; 
            3'b100 : cat8 = 8'b11110111 ; 
            3'b101 : cat8 = 8'b11111011 ; 
            3'b110 : cat8 = 8'b11111101 ; 
            default: cat8 = 8'b11111110 ;
        endcase
    end
    always @(*)
    begin
        case ( cnt_sel )
            3'b000 : ch_rst = 7'b0001_101 ;  
            3'b001 : ch_rst = 7'b0000_101 ;  
            3'b010 : ch_rst = 7'b0011_101 ;  
            3'b011 : ch_rst = 7'b0111_110 ;  
            3'b100 : ch_rst = 7'b0111_101 ;  
            3'b101 : ch_rst = 7'b1011_111 ;  
            3'b110 : ch_rst = 7'b0000_000 ;  
            default: ch_rst = 7'b0000_000 ;  
        endcase
    end
    assign seg7 = (rst) ? ch_rst : seg7mux ;
endmodule
</file>
<file path="flow/run.sh">
#!/bin/bash
# OpenROAD 26Q1-2900-gdf79404cd8, Yosys 0.63+post, stock flow scripts
make -C /OpenROAD-flow-scripts/flow DESIGN_CONFIG=/design/flow/config.mk WORK_HOME=/design/flow/orfs finish
</file>
<file path="flow/config.mk">
export PLATFORM = sky130hd
export DESIGN_NAME = tt_um_carlosgs99_cro_udg
export DESIGN_NICKNAME = tt_um_carlosgs99_cro_udg
export VERILOG_FILES = /design/flow/design.v
export SDC_FILE = /design/flow/constraint.sdc
export NUM_CORES = 4
export LEC_CHECK = 1
export CORE_UTILIZATION = 40
</file>
<file path="flow/constraint.sdc">
current_design tt_um_carlosgs99_cro_udg

set clk_period 3.3
set clk_io_pct 0.2

create_clock -name clk0 -period $clk_period [get_ports {clk}]

set non_clock_inputs [all_inputs -no_clocks]
set_input_delay [expr $clk_period * $clk_io_pct] -clock clk0 $non_clock_inputs
set_output_delay [expr $clk_period * $clk_io_pct] -clock clk0 [all_outputs]
</file>
==> out/qor.csv <==
metric;value;unit
status;finished clean;
yosys_cells;361;
viasPerCell;4.98;
power;1130;uW
final_cell_mix;50 x nor2_1, 46 x dfxtp_1, 32 x nand2_1;
vdd_drop_max;0.290;mV
postSynthAreaPerCell;8.13;um^2
crit_arrival;2.59;ns
flop_cell;dfxtp_1;
hpwl;4460;um
yosysSeqAreaShare;0.334;
layout-drive-gt1-share;0.221;
areaGrowthSynthToFinish;24.0;%
clk_latency;0.30;ns
die_height;87.6;um
num_antenna_cells;0;
synth_area;0.00293;mm^2
fill_cells;619;
ant_nets;0;
clock_skew;0.0123;ns
edf_count;0;
htree_levels;2;
synth.top_cell.area_share;0.334;
slew_headroom;0.623;
met3_length;159;um
logic_area;0.00197;mm^2
clockBufferDepth;2;
required;2.64;ns
synth_flop_count;49;
dp_cells;481;
mostFrequentLayoutCell;nor2_1;
hold_path.class;flip-flop to flip-flop;
die_w;87.6;um
port_buffers;16;
final_cells;495;
critPathLaunchType;flip-flop;
warnings;56;
maxCapViolations;0;
drt_iter0_drc;78;
timing.final.crit_share;0.986;
grtUsageTotal;0.174;
antenna_found_initial;0;
vias;2463;
io_pins;43;
setup_viol;0;
clkTransAtPathRegs;0.08;ns
tns;0;ns
cts_hold_buf;0;
grt_pass1_vias;2207;
wire_per_inst;12.5;um
r2r-start;cont50[0];
worst_slew_pin_slew;0.561;ns
final_util;0.524;
dieArea;0.00768;mm^2
grt_pass1_wl;10300;um
min_from;rst_n_meta[0];
finalCriticalPeriod;3.25;ns
fp.coreArea;0.00694;mm^2
hold_viol;0;
worstSetupPathType;flip-flop to primary output;
top_layer_used;met4;
drtPass1Iterations;4;
cts-root-buf;clkbuf_8;
place_ws;-0.0130;ns
rsz0062_at_grt;yes;
crit_start;cnt_sel[1];
drc_errors;0;
ys_types;52;
cts_tree;yes;
wl_met1;3370;um
wl_met2;2620;um
ys_warn_count;2;
worst_slack;0.0469;ns
crit_path_max_fanout;5;
power_density;311;mW/mm^2
grt_max_degree;21;
rows;30;
drv_slew;0;
cp-end-kind;primary output;
cts_made_buffers;5;
place_congestion;0.836;
yosysChipArea;0.00293;mm^2
fp-utilization;0.423;
postSynthCellCount;361;
cts_sinks;49;
synth_top_cell_by_area;dfxtp_1;
p_leak;0.00146;uW
routed_wl;6200;um
max_freq;307;MHz
postSynth.asyncResetShare;0;
flop_area;990;um^2
overflow;0;
top_cells_by_area;dfxtp_1 33%, ha_1 7.2%, nor2_1 6.5%;
[power breakdown]
group | leakage, uW | internal, uW | switching [uW] | total, uW
Clock | 0.0000585 | 227 | 204 | 432
Sequential | 0.000400 | 610 | 21.4 | 632
Combinational | 0.000999 | 31.2 | 35.3 | 66.6
[synthesized netlist by cell type (2+ instances only)]
library cell / number
o21a_1: 4
mux2i_1: 5
nor3b_1: 4
and3_1: 4
nor3_1: 5
a21oi_1: 17
nand2_1: 34
o21ai_0: 10
and4_1: 2
a22o_1: 2
conb_1: 2
buf_4: 10
mux2_2: 2
nand3b_1: 4
inv_1: 13
or3_1: 2
xor2_1: 18
xnor2_1: 10
nor2_1: 51
and4b_1: 2
o221ai_1: 3
a21o_1: 3
clkbuf_1: 12
or2_2: 2
nor4_2: 2
or4_1: 2
dfxtp_1: 49
nand4_1: 4
buf_2: 3
nand3_1: 14
a31oi_1: 2
o22ai_1: 4
and2_1: 5
nand2b_1: 6
a22oi_1: 7
a211oi_1: 2
ha_1: 17
nor2b_1: 9
[final timing paths]
path                   end  slack, ns  cells after the start
max reg2reg       min_d[2]       0.99                      8
min          rst_n_meta[1]       0.33                      0
min reg2reg  rst_n_meta[1]       0.33                      0
max             uio_out[5]       0.05                     13
[what timing repair did]
item,CTS,global route
endpoints found under the setup margin,7,7
pin swaps,15,18
endpoints found under the hold margin,0,0
buffers inserted,3,4
resized,40,32
gates cloned,0,0
[routing by layer]
layer	vias to the layer above	GRT usage
li1	1304	-
met1	1132	0.289
met2	23	0.256
met3	4	0.0210
met4	0	0.0194
met5	-	0
[stage by stage]
step | hold slack, ns | cell area [um^2]
after floorplan | 0.310 | 2960
after global placement | 0.310 | 3300
after detailed placement | 0.315 | 3300
after CTS | 0.337 | 3560
after global routing | 0.342 | 3640
final | 0.333 | 3640
[critical path, cell delays in order, from the launching register on]
cell and delay (ns):
dfxtp_4 0.38, ha_4 0.17, ha_4 0.16, a222oi_1 0.36
a21o_1 0.24, inv_2 0.07, buf_6 0.12, buf_4 0.13
ha_4 0.16, inv_4 0.05, o21ai_2 0.05, o21ai_1 0.12
o221ai_1 0.15, clkbuf_2 0.12
[cell families (layout without fill, tap and decap cells)]
logic type / count (synthesis) / after routing / synth area share
AND/OR/NAND/NOR: 158 / 158 / 0.282
AND-OR/OR-AND: 61 / 61 / 0.136
flip-flops: 49 / 49 / 0.334
buffers and inverters: 39 / 70 / 0.0640
XOR/XNOR: 28 / 28 / 0.0836
adder cells (fa/ha/maj): 17 / 17 / 0.0725
multiplexers: 7 / 7 / 0.0247
other: 2 / 9 / 0.00256
[sequential cells by signal, indices dropped and copies added (netlist names)]
register    count
cont50         18
cent_d          4
cent_u          4
min_u           4
rst_n_meta      4
seg_u           4
cnt_sel         3
min_d           3
seg_d           3
ff100           1
rst_r           1
[layout make-up]
type / count / area share
Timing Repair Buffer: 48 / 0.106
Inverter: 14 / 0.0158
Multi-Input combinational cell: 280 / 0.542
Sequential cell: 49 / 0.272
Clock inverter: 3 / 0.0120
Tap cell: 96 / 0.0330
Clock buffer: 5 / 0.0189
Power figures rest on the tool's default switching activity, not on a simulated workload.
